==> design.v <==
package tetris;
typedef enum logic [2:0] {eNop, eNew, eMoveLeft, eMoveRight, eMoveDown, eRotate, eCommit, eCheck} opcode_e  ;
typedef enum logic [2:0] {eNon = 3'd0, eSquire = 3'd1, eRightL = 3'd2, eI = 3'd3, eLeftL = 3'd4, eRightZ = 3'd5, eLeftZ = 3'd6, eT = 3'd7} tile_type_e  ;
typedef enum logic [1:0] {eNonDir, eDown, eLeft, eRight} direction_e  ;
typedef logic [3:0][3:0] shape_t;
typedef struct packed{
    logic [1:0] min_y_m;  
    logic [1:0] min_x_m;  
    logic [1:0] max_y_m;
    logic [1:0] max_x_m;
    shape_t shape_m;
} shape_info_t  ;
parameter scene_width_p = 16;
parameter scene_height_p = 32;
typedef struct packed{
  logic [$clog2(scene_height_p):0] y_m;
  logic [$clog2(scene_width_p):0] x_m;
} point_t  ;
function void displayMatrix(
  input shape_t shape_i
);
  for(integer i = 0; i < 4; ++i) begin
      for(integer j = 0; j < 4; ++j)
        $write("%b",shape_i[i][j]);
      $display("");
    end
endfunction
endpackage
module executor_check #(
  parameter integer width_p = 16
  ,parameter integer height_p = 32
  ,parameter debug_p = 0
)(
  input clk_i
  ,input reset_i
  ,input v_i
  ,output done_o
  ,output [$clog2(height_p)-1:0] mm_read_addr_o
  ,input [width_p-1:0] mm_read_data_i
  ,output [$clog2(height_p)-1:0] mm_write_addr_o
  ,output [width_p-1:0] mm_write_data_o
  ,output mm_write_v_o
  ,output [2:0] combine_number_o
);
typedef enum bit [1:0] {eIDLE, eCheck, eMove} state_e;
state_e state_r;
reg [$clog2(height_p)-1:0] index_addr_r;
always_ff @(posedge clk_i) begin
  if(reset_i) begin
    state_r <= eIDLE;
  end
  else if(state_r == eIDLE && v_i) begin
    state_r <= eCheck;
  end
  else if(state_r == eCheck) begin
    if(mm_read_data_i == '1) state_r <= eMove;
    else if(index_addr_r == 0) state_r <= eIDLE;
  end
  else if(state_r == eMove) begin
    if(index_addr_r == 0) state_r <= eCheck;
  end
end
reg [2:0] combine_number_r;
assign combine_number_o = combine_number_r;
always_ff @(posedge clk_i) begin
  if(reset_i) combine_number_r <= '0;
  else if(state_r == eIDLE && v_i) combine_number_r <= '0;
  else if(state_r == eCheck && mm_read_data_i == '1) combine_number_r <= combine_number_r + 1;
end
assign mm_read_addr_o = index_addr_r;
assign mm_write_addr_o = index_addr_r + 1;
always_ff @(posedge clk_i) begin
  if(reset_i) index_addr_r <= height_p - 1;
  else if(state_r == eIDLE) index_addr_r <= height_p - 1;
  else if(state_r == eMove && index_addr_r == 0) index_addr_r <= height_p - 1;
  else index_addr_r <= index_addr_r - 1;
end
assign mm_write_data_o = mm_read_data_i;
assign mm_write_v_o = state_r == eMove;
assign done_o = state_r == eCheck && index_addr_r == '0;
if(debug_p)
  always_ff @(posedge clk_i) begin
    $display("==========Executor Check============");
    $display("state:%s",state_r.name());
    $display("index_addr_r:%b",index_addr_r);
    $display("combine_number_r:%d",combine_number_r);
  end
endmodule
==> run.sh <==
#!/bin/bash
# OpenROAD 26Q1-2900-gdf79404cd8, Yosys 0.63+post, stock flow scripts
make -C /OpenROAD-flow-scripts/flow DESIGN_CONFIG=/design/flow/config.mk WORK_HOME=/design/flow/orfs finish
==> config.mk <==
export PLATFORM = sky130hd
export DESIGN_NAME = executor_check
export DESIGN_NICKNAME = executor_check
export VERILOG_FILES = /design/flow/design.v
export SDC_FILE = /design/flow/constraint.sdc
export NUM_CORES = 4
export LEC_CHECK = 1
export CORE_AREA = 10 10 70 70
export DIE_AREA = 0 0 80 80
==> constraint.sdc <==
current_design executor_check

set clk_period 2.4
set clk_io_pct 0.2

create_clock -name clk0 -period $clk_period [get_ports {clk_i}]

set non_clock_inputs [all_inputs -no_clocks]
set_input_delay [expr $clk_period * $clk_io_pct] -clock clk0 $non_clock_inputs
set_output_delay [expr $clk_period * $clk_io_pct] -clock clk0 [all_outputs]
==> flow_metrics.tcl <==
# collected from the flow reports
set metrics [dict create \
    grt_pass1_wl_um 3220 \
    dp_hpwl_um 1790 \
    cts.clk_slew.worst_paths_ns 0.07 \
    min_period_ns 2.28 \
    hold_viol 0 \
    grtUsageTotal 0.0619 \
    drt_pass1_iterations 4 \
    ys_ff 11 \
    lay_top_count "clkdlybuf4s50_1" \
    p_leak_nw 0.466 \
    ys_types 26 \
    worstSetupStartpointType "register" \
    ys.warnings.count 1 \
    die_y_um 80 \
    cp.required_ns 1.92 \
    power_uw 409 \
    cts-htree-levels 1 \
    diodes 0 \
    syn_area_um2 678 \
    lay_top_cells "clkdlybuf4s50_1 (49), dfxtp_1 (11), a21oi_1 (7)" \
    yosys_cells 81 \
    path_max_fanout 5 \
    rsz0062_at_grt "no" \
    hold_class "reg2reg" \
    worstMarginPinSlew_ns 0.581 \
    period_used_share 0.951 \
    tns_ns 0 \
    fp.dieArea_mm2 0.00640 \
    insertion_delay_ns 0.27 \
    vias 678 \
    routabilityCongestion 0.749 \
    min_from "combine_number_r[2]" \
    cts_sinks 11 \
    grt_start_max_net_pins 8 \
    min_path_cells 2 \
    combinationalPowerShare 0.226 \
    viasPerCell 4.08 \
    syn-instance-count 81 \
    powerDensity_mw_per_mm2 350 \
    avgRoutedWirePerCell_um 12.3 \
    ir_drop_v 0.000128 \
    ys_seq_frac 0.325 \
    clock_path_buffers 2 \
    cts_root_buf "clkbuf_4" \
    ys_area_um2 678 \
    hold_buffers 0 \
    drv_cap 0 \
    maxSlewHeadroom 0.611 \
    power.internal_uw 316 \
    critical_path_class "reg2out" \
    drt_iter0_drc 18 \
    drv_slew 0 \
    clock_skew_ns 0.00152 \
    r2r_end "index_addr_r[4]" \
    setup_violations 0 \
    yosys-top-cells-area "dfxtp_1 (32%), buf_4 (18%), ha_1 (7.4%)" \
    port_buffers 49 \
    outcome "completed" \
    cts_tree "yes" \
    yosys.area.top_type_share 0.325 \
    worstReg2RegStart "index_addr_r[1]" \
    first_global_vias 735 \
    rows 21 \
    switching_share 0.227 \
    crit_arrival_ns 1.80 \
    gr-total-overflow 0 \
    end_kind "output pin" \
    wl_um 2040 \
    p_seq_frac 0.464 \
    clock.fmax_mhz 438 \
    r2r_slack_ns 0.62 \
    die_width_um 80 \
    startpoint "index_addr_r[1]" \
    remaining_drc_errors 0 \
    openroad.warnings 27 \
    power_switching_uw 93.0 \
    synth_area_per_cell_um2 8.37 \
    cts_buffers 3 \
    antenna_left 0 \
    hold_end "combine_number_r[2]" \
    yosys.area.top_type "dfxtp_1" \
    floorplan.core_util 0.199 \
    io_pins 50 \
    antenna_found_initial 0 \
    area_growth_pct 72.1 \
    drive_above_1_share 0.0750 \
    coreArea_mm2 0.00342 \
    clkPwrFrac 0.310 \
    worstRegToRegCells 6 \
]
-- metrics by stage --
| step | cell area, µm² | utilization | hold slack [ns] | worst slack [ns] | std cells |
|---|---|---|---|---|---|
| 2_1_floorplan | 678 | - | 0.400 | 0.667 | 81 |
| 3_3_place_gp | 1120 | 0.327 | 0.473 | 0.0570 | 161 |
| 3_5_place_dp | 1120 | 0.327 | 0.484 | 0.0460 | 161 |
| 4_1_cts | 1160 | 0.340 | 0.496 | 0.0697 | 165 |
| 5_1_grt | 1170 | 0.342 | 0.522 | 0.00776 | 166 |
| 6_report | 1170 | 0.342 | 0.499 | 0.117 | 166 |
-- final cells by class --
type / count / area, µm²
fill: 380 / 2250
multi-input combinational: 48 / 330
timing repair buffer: 52 / 513
sequential: 11 / 220
clock buffer: 3 / 22.5
clock inverter: 1 / 5.00
tap: 46 / 57.6
inverter: 5 / 18.8
-- sequential cells by signal, summed over array words and instances (netlist names) --
name              count
state_r               3
index_addr_r          5
combine_number_r      3
-- per-layer routing --
metal	GRT usage	part of all wire	vias up	routed length, µm
met5	0	0	-	0
met4	0.00176	0.0034	0	7
met3	0.0625	0.25	2	505
met2	0.0907	0.35	47	718
met1	0.0654	0.40	281	806
li1	-	-	348	-
-- critical path, cell delays in order, from the launching register on --
cell             delay (ns)
dfxtp_1                0.35
inv_1                  0.09
ha_1                   0.15
nor4b_4                0.27
and2_1                 0.21
clkdlybuf4s50_1        0.47
-- power by group through the flow --
stage     clock network (mW)  registers, mW  logic [mW]
4_1_cts                0.133          0.190      0.0945
5_1_grt                0.146          0.190       0.102
6_report               0.127          0.190      0.0924
-- logic make-up after synthesis --
logic type / count (synthesis) / share of synthesized area
buffers and inverters: 22 / 0.210
and+or+nand+nor: 24 / 0.201
adders and majority gates: 4 / 0.0738
AOI/OAI and AO/OA: 15 / 0.125
DFF: 11 / 0.325
xor gates and xnor gates: 5 / 0.0646
-- cells in the mapped netlist (all sizes together) --
cell type	n
nor4b	1
buf	16
nand2	5
nand4	4
and3	1
a21oi	7
nor2b	1
or4	2
nor4	1
o21ai	4
a21o	1
xnor2	4
or3	2
ha	4
nor2	2
a211oi	1
dfxtp	11
nand3	3
a22oi	1
inv	5
o31ai	1
clkbuf	1
nor3	1
and2	1
xor2	1
-- timing repair --
item / 4_1_cts / 5_1_grt
resized: 2 / 0
endpoints found under the setup margin: 1 / 1
buffers inserted: 0 / 1
-- worst max path at each step --
stage,end,slack (ns),cells past startpoint
final,done_o,0.12,5
after global routing,done_o,0.008,5
after CTS,done_o,0.07,5
Power figures rest on the tool's default switching activity, not on a simulated workload.
