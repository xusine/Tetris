## flow/run.sh

```bash
#!/bin/bash
# OpenROAD 26Q1-2900-gdf79404cd8, Yosys 0.63+post, stock flow scripts
make -C /OpenROAD-flow-scripts/flow DESIGN_CONFIG=/design/flow/config.mk WORK_HOME=/design/flow/orfs finish
```

## flow/config.mk

```make
export PLATFORM = sky130hd
export DESIGN_NAME = union_random_generator
export DESIGN_NICKNAME = union_random_generator
export VERILOG_FILES = /design/flow/design.v
export SDC_FILE = /design/flow/constraint.sdc
export NUM_CORES = 4
export LEC_CHECK = 1
export CORE_UTILIZATION = 30
```

## flow/constraint.sdc

```tcl
current_design union_random_generator

set clk_period 2.1
set clk_io_pct 0.2

create_clock -name clk0 -period $clk_period [get_ports {clk_i}]

set non_clock_inputs [all_inputs -no_clocks]
set_input_delay [expr $clk_period * $clk_io_pct] -clock clk0 $non_clock_inputs
set_output_delay [expr $clk_period * $clk_io_pct] -clock clk0 [all_outputs]
```

## flow/design.v

```verilog
package tetris;
typedef enum logic [2:0] {eNop, eNew, eMoveLeft, eMoveRight, eMoveDown, eRotate, eCommit, eCheck} opcode_e  ;
typedef enum logic [2:0] {eNon = 3'd0, eSquire = 3'd1, eRightL = 3'd2, eI = 3'd3, eLeftL = 3'd4, eRightZ = 3'd5, eLeftZ = 3'd6, eT = 3'd7} tile_type_e  ;
typedef enum logic [1:0] {eNonDir, eDown, eLeft, eRight} direction_e  ;
typedef logic [3:0][3:0] shape_t;
typedef struct packed{
    logic [1:0] min_y_m;  
    logic [1:0] min_x_m;  
    logic [1:0] max_y_m;
    logic [1:0] max_x_m;
    shape_t shape_m;
} shape_info_t  ;
parameter scene_width_p = 16;
parameter scene_height_p = 32;
typedef struct packed{
  logic [$clog2(scene_height_p):0] y_m;
  logic [$clog2(scene_width_p):0] x_m;
} point_t  ;
function void displayMatrix(
  input shape_t shape_i
);
  for(integer i = 0; i < 4; ++i) begin
      for(integer j = 0; j < 4; ++j)
        $write("%b",shape_i[i][j]);
      $display("");
    end
endfunction
endpackage
module random_generator #(
  parameter width_p = 65
  ,parameter mask_p = 1'b1
  ,parameter seed_p = 38
)(
  input clk_i
  ,input reset_i
  ,output[width_p-1:0] random_o
);
reg [width_p-1:0] random_r;
logic [width_p-1:0] random_n;
always_ff @(posedge clk_i) begin
  if(reset_i) 
    random_r <= width_p'(seed_p);
  else
    random_r <= random_n ^ random_r;
end
assign random_o = random_r;
wire [width_p-1:0] feedback;
assign random_n = feedback;
for(genvar i = 1; i < width_p; ++i) begin: FEEDBACK
  if((mask_p & (32'b1 << i)) != '0) begin: EXIST_FEEDBACK
    assign feedback[i] = random_r[width_p-1] ^ random_r[i-1];
  end
  else begin: NONE_FEEDBACK
    assign feedback[i] = random_r[i-1];
  end
end
assign feedback[0] = random_r[width_p-1];
endmodule
module union_random_generator #(
  parameter integer width_p = 32
  ,parameter integer lfsr_num = 4
)(
  input clk_i
  ,input reset_i
  ,output [width_p-1:0] random_o
);
wire [lfsr_num-1:0][width_p-1:0] random_lo;
for(genvar i = 0; i < lfsr_num; ++i) begin: RANDOM_GENERATOR_ARRAY
  random_generator #(
    .width_p(width_p)
    ,.mask_p(i*i*i + 3*i + 2*i*i)
    ,.seed_p(i*i + 2 * i + 4)
  )
  rg
  (
    clk_i
    ,reset_i
    ,random_lo[i]
  );
end
wire [lfsr_num-1:0][width_p-1:0] random_lo_xor;
assign random_lo_xor[0] = random_lo[0];
for(genvar i = 1; i < lfsr_num; ++i) begin
  assign random_lo_xor[i] = random_lo_xor[i-1] ^ random_lo[i];
end  
assign random_o = random_lo_xor[lfsr_num-1];
endmodule
```

==> Changelog: implementation <==
### Metrics

- Core footprint: 0.01682 mm2
- Mapped cell area: about 0.0052 mm2
- DIE WIDTH: 134.1 um
- CP arrival: approximately 1.6 ns
- CTS sink count: between 100 and 150
- Most common reg cell: dfxtp_1
- CTS HTree Levels: 4
- Num CTS Buffers: 17
- 1st-pass router iterations: 4
- R2r startpoint: RANDOM_GENERATOR_ARRAY[3].rg.random_r[31]
- Clock Latency Late Sink: 0.41 ns
- Fin. Hold Viols: 0
- Yosys warns: 4
- Seq/Total Area, Yosys: 0.4891
- Share of layout cells above drive strength 1: 0.2505
- Setup ws final: ~0.07 ns
- Die Height: 134.1 um
- Reg2Reg Setup Slack: 0.96 ns
- Max transition margin: 0.5906
- Cells in synth_stat.txt: approximately 500
- DR iter-0 viols: just over 100
- Worst hold slack: 0.5102 ns
- Share of flip-flops with an asynchronous set or reset: 0
- Post-route cell area: about 0.0066 mm2
- Final Wtd Congestion: 0.7030
- Port bufs: 33
- Critical Path End: random_o[2]
- Placed Cells: between 700 and 800
- Vias per cell: 3.978
- Tool warning count: 25
- Clk slew on worst S/H paths: around 0.05 ns
- Area after DPL: 0.005797 mm2
- Largest regs: RANDOM_GENERATOR_ARRAY.rg.random_r (128)
- Global-route wire length before repair: 14.04 mm
- Top delay family on crit path: buffers and inverters
- I/O pin count: 34
- Critical Path Start Type: flip-flop
- Antenna Cells: 0
- Fillers: 1598
- Final non-filler cell total: 771
- Synth top cells by count: 183 x xnor2_1, 128 x dfxtp_1, 123 x nor2_1, 32 x xor2_1, 14 x buf_2
- Cell taking the most area after synthesis: dfxtp_1
- Row cnt: 47
- Max-slew violation count: 0
- Postcts setup bufs: 0
- Worst path bufs/invs: 1
- Share of the synthesized area in the top cell type: 0.4891
- FP Util: 0.3115
- GRT overflow: 0
- Avg WL per Cell: 10.49 um
- Endpoints failing setup: 0
- Number of global-route vias before repair: 3011
- Synth Register Bits: 128
- Syn_area_per_cell: 10.37 um2
- Max Cap Violations: 0
- Post-synth EDFFs: 0
- DR DRC count: 0
- Synth unique cells: 13
- Actual transition at the worst max-transition pin: 0.6141 ns
- CTS tree: done
- DP Wirelength: just over 5 mm
- Most flops, register: RANDOM_GENERATOR_ARRAY.rg.random_r
- P&R area growth vs syn: 25.41%
- Chip Area, Yosys: 0.005239 mm2
- Cell with the most instances after synthesis: xnor2_1
- Slowest cell on crit path: clkdlybuf4s50_1
- Required time of the critical path: about 1.7 ns
- Synth Instances: 505
- Final Power: 14.01 mW
- Setup CP Type: flip-flop to primary output
- Largest stage delay, worst path: 0.49 ns
- Number of cells on the worst reg-to-reg path: 3
- Initial antenna violation count: 0
- Fmax: 0.4923 GHz
- Clock Skews: 0.004191 ns
- Crit end category: primary output
- Largest net degree at the start of global routing: around 57
- Final ANT Viol Nets: 0
- Clock buffer depth: 2
- Vias: 3067
- Routed WL: 8.084 mm
- Root buf cell: clkbuf_16
- Worst Hold Class: input port to flip-flop
- Max reg flops: roughly 130
- Synth area leaders: dfxtp_1 49%, xnor2_1 31%, nor2_1 8.8%
- Min Tclk post-route: 2.031 ns
- Pre-CTS setup slack: between 0.4 and 0.5 ns
- Run status: finished, final reports clean
- RR Endpoint: RANDOM_GENERATOR_ARRAY[3].rg.random_r[5]
- Cell Chain, Critical Path: xnor2_2 -> xnor2_1 -> clkdlybuf4s50_1
- Worst hold path depth: 2
- Cycle use final: 0.9673
- Die Area: 0.01799 mm2
- Critical path peak fanout: 3
- LEAKAGE: 2.396 nW
- Pwr dens: 2132 mW/mm2
- Overall Global Routing Usage: 0.09708
- Worst path depth: 3
- Critical Path Start: RANDOM_GENERATOR_ARRAY[2].rg.random_r[2]
- Peak supply drop: ~1.1 mV
==> metrics by stage <==
| step | setup TNS [ns] | utilization |
|---|---|---|
| 2_1_floorplan | 0 | - |
| 3_3_place_gp | 0 | 0.3447 |
| 3_5_place_dp | 0 | 0.3447 |
| 4_1_cts | 0 | 0.3749 |
| 5_1_grt | -0.006604 | 0.3906 |
| 6_report | 0 | 0.3906 |
==> metal layers <==
metal | vias up | routed length [um] | global-route usage
li1 | 1603 | - | -
met1 | 1414 | 4195 | 0.1432
met2 | 38 | 3405 | 0.1462
met3 | 12 | 330 | 0.02816
met4 | 0 | 152 | 0.01623
met5 | - | 0 | 0
==> cells in the final DEF, fill, tap and decap left out, drive strengths merged <==
master         instances
buf                    5
clkdlybuf4s50         30
dfxtp                128
xor2                  32
xnor2                185
nor2                 123
nor2b                  6
xnor3                  3
clkbuf                24
mux2i                  4
dlymetal6s2s           2
clkinv                 2
nand2b                 5
mux2                   2
==> cells by family after synthesis <==
logic type | count (synthesis) | share of synthesized area
mux | 6 | 0.01194
buf+inv | 17 | 0.01911
xor+xnor | 220 | 0.3786
flops | 128 | 0.4891
simple gates | 134 | 0.1013
==> what timing repair did <==
action	4_1_cts	5_1_grt
cloned	0	0
hold buffers	0	0
gates resized	8	103
setup endpoints to repair	5	29
pin swaps	0	18
==> area by class of cell <==
type / instances / area [um2] / area share
Clock buffer: 24 / 481.7 / 0.07332
Tap cell: 220 / 275.3 / 0.04190
Sequential cell: 128 / 2674 / 0.4070
Multi-Input combinational cell: 360 / 2741 / 0.4173
Clock inverter: 2 / 10.01 / 0.001524
Timing Repair Buffer: 37 / 387.9 / 0.05904
==> where the power goes <==
group	leakage [nW]	internal (mW)	switching (mW)
Combinational	1.07	4.56	1.76
Clock	0.244	1.55	0.914
Sequential	1.08	3.73	1.48
Total	2.40	9.84	4.16
==> worst min-delay path by stage <==
stage / startpoint / to / slack, ns
after CTS: reset_i / RANDOM_GENERATOR_ARRAY[0].rg.random_r[3] / 0.50
after global routing: reset_i / RANDOM_GENERATOR_ARRAY[2].rg.random_r[4] / 0.53
final: reset_i / RANDOM_GENERATOR_ARRAY[0].rg.random_r[3] / 0.51
==> worst register-to-register path, cell delays in order (launching register included) <==
cell	delay, ns
dfxtp_1	0.32
buf_4	0.16
xnor2_2	0.20
mux2_2	0.35
No activity file was given, so power comes from the tool's default toggle rates.
