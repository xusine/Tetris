File: /design/flow/run.sh
#!/bin/bash
# OpenROAD 26Q1-2900-gdf79404cd8, Yosys 0.63+post, stock flow scripts
make -C /OpenROAD-flow-scripts/flow DESIGN_CONFIG=/design/flow/config.mk WORK_HOME=/design/flow/orfs finish
File: /design/flow/config.mk
export PLATFORM = sky130hd
export DESIGN_NAME = vga_controller
export DESIGN_NICKNAME = vga_controller
export VERILOG_FILES = /design/flow/design.v
export SDC_FILE = /design/flow/constraint.sdc
export NUM_CORES = 4
export LEC_CHECK = 1
export CORE_UTILIZATION = 50
File: /design/flow/constraint.sdc
current_design vga_controller

set clk_period 4.3
set clk_io_pct 0.2

create_clock -name clk0 -period $clk_period [get_ports {clk_i}]

set non_clock_inputs [all_inputs -no_clocks]
set_input_delay [expr $clk_period * $clk_io_pct] -clock clk0 $non_clock_inputs
set_output_delay [expr $clk_period * $clk_io_pct] -clock clk0 [all_outputs]
File: /design/flow/design.v
package tetris;
typedef enum logic [2:0] {eNop, eNew, eMoveLeft, eMoveRight, eMoveDown, eRotate, eCommit, eCheck} opcode_e  ;
typedef enum logic [2:0] {eNon = 3'd0, eSquire = 3'd1, eRightL = 3'd2, eI = 3'd3, eLeftL = 3'd4, eRightZ = 3'd5, eLeftZ = 3'd6, eT = 3'd7} tile_type_e  ;
typedef enum logic [1:0] {eNonDir, eDown, eLeft, eRight} direction_e  ;
typedef logic [3:0][3:0] shape_t;
typedef struct packed{
    logic [1:0] min_y_m;  
    logic [1:0] min_x_m;  
    logic [1:0] max_y_m;
    logic [1:0] max_x_m;
    shape_t shape_m;
} shape_info_t  ;
parameter scene_width_p = 16;
parameter scene_height_p = 32;
typedef struct packed{
  logic [$clog2(scene_height_p):0] y_m;
  logic [$clog2(scene_width_p):0] x_m;
} point_t  ;
function void displayMatrix(
  input shape_t shape_i
);
  for(integer i = 0; i < 4; ++i) begin
      for(integer j = 0; j < 4; ++j)
        $write("%b",shape_i[i][j]);
      $display("");
    end
endfunction
endpackage
module vga_controller #(
  parameter integer width_p = 800
  ,parameter integer height_p = 600
  ,parameter integer v_sync_pulse_p = 2
  ,parameter integer v_sync_back_porch_p = 22
  ,parameter integer v_sync_front_porch_p = 1
  ,parameter integer h_sync_pulse_p = 72
  ,parameter integer h_sync_back_porch_p = 128
  ,parameter integer h_sync_front_porch_p = 24
  ,parameter integer bit_depth_p = 8
)(
  input clk_i  
  ,input reset_i
  ,input [bit_depth_p-1:0] r_i
  ,input [bit_depth_p-1:0] g_i
  ,input [bit_depth_p-1:0] b_i
  ,output [$clog2(width_p)-1:0] x_o
  ,output [$clog2(height_p)-1:0] y_o
  ,output xy_v_o
  ,output [bit_depth_p-1:0] r_o
  ,output [bit_depth_p-1:0] g_o
  ,output [bit_depth_p-1:0] b_o
  ,output hs_o
  ,output vs_o
);
reg [bit_depth_p-1:0] r_r;
reg [bit_depth_p-1:0] g_r;
reg [bit_depth_p-1:0] b_r;
always_ff @(posedge clk_i) begin
  if (reset_i) begin
    r_r <= '0;
    g_r <= '0;
    b_r <= '0;
  end
  else begin
    r_r <= xy_v_o ? r_i : '0;
    g_r <= xy_v_o ? g_i : '0;
    b_r <= xy_v_o ? b_i : '0;
  end
end
assign r_o = r_r;
assign g_o = g_r;
assign b_o = b_r;
localparam row_size_lp = h_sync_pulse_p + h_sync_back_porch_p + width_p + h_sync_front_porch_p;
localparam col_size_lp = v_sync_pulse_p + v_sync_back_porch_p + height_p + v_sync_front_porch_p;
reg [$clog2(row_size_lp)-1:0] row_r;
reg [$clog2(col_size_lp)-1:0] col_r;
always_ff @(posedge clk_i) begin
  if(reset_i) begin
    row_r <= '0;
    col_r <= '0;
  end
  else begin
    if(row_r == row_size_lp - 1) begin
      row_r <= '0;
      col_r <= col_r == col_size_lp - 1 ? '0 : col_r + 1;
    end
    else begin
      row_r <= row_r + 1;
    end
  end
end
reg hs_r;
reg vs_r;
always_ff @(posedge clk_i) begin
  if(reset_i) begin
    hs_r <= 1'b1;
    vs_r <= 1'b1;
  end
  else begin
    if(row_r == row_size_lp - 1)
      hs_r <= 1'b1;
    else if(row_r == h_sync_pulse_p - 1)
      hs_r <= 1'b0;
    if(col_r == col_size_lp - 1 && row_r == row_size_lp - 1)
      vs_r <= 1'b1;
    else if(col_r == v_sync_pulse_p - 1 && row_r == row_size_lp - 1)
      vs_r <= 1'b0;
  end
end
assign hs_o = hs_r;
assign vs_o = vs_r;
reg [$clog2(width_p)-1:0] x_r;
reg [$clog2(height_p)-1:0] y_r;
always_ff @(posedge clk_i) begin
  if(reset_i) begin
    x_r <= '0;
    y_r <= '0;
  end
  else begin
    x_r <= row_r - h_sync_pulse_p - h_sync_back_porch_p + 2;
    y_r <= col_r - v_sync_pulse_p - v_sync_back_porch_p + 2;
  end
end
assign x_o = x_r;
assign y_o = y_r;
reg x_v_r;
reg y_v_r;
always_ff @(posedge clk_i) begin
  if(reset_i) begin
    x_v_r <= '0;
    y_v_r <= '0;
  end
  else begin
    if(row_r == h_sync_pulse_p + h_sync_back_porch_p - 2)
      x_v_r <= 1'b1;
    else if(row_r == h_sync_pulse_p + h_sync_back_porch_p + width_p - 2)
      x_v_r <= 1'b0;
    if(col_r == v_sync_pulse_p + v_sync_back_porch_p - 2)
      y_v_r <= 1'b1;
    else if(col_r == v_sync_pulse_p + v_sync_back_porch_p + height_p - 2)
      y_v_r <= 1'b0;
  end
end
assign xy_v_o = x_v_r & y_v_r;
endmodule
==> summary.txt <==
Reports from this run.

- The maximum level of the CTS H-tree is 3.
- The endpoint arrival time on the critical path is 2.38 ns.
- The synthesis-to-finish area growth is 34.76%.
- The root cell of the clock tree reads sky130_fd_sc_hd__clkbuf_8.
- Hold is met by 0.4502 ns.
- Looking at the clock tree report, the maximum root-to-sink buffer count equals 2.
- Per the OpenROAD floorplan log, the height of the die is 74.99 um.
- The report lists the number of standard-cell rows as 26.
- The total number of warnings across the stage logs is 31.
- TritonCTS built the clock tree.
- The count of antenna diodes in the layout reads 0.
- The worst pin sits at a relative slew slack of 51.60%.
- The end-of-flow timing check tallies setup violations at 0.
- The report puts the cell count of the worst reg-to-reg path at 5.
- After synthesis the netlist holds a flip-flop and latch count of 68.
- The required time at the worst-slack endpoint reads 4.52 ns.
- Post-CTS timing repair inserted 0 buffers for setup.
- For this design, the CTS-stage hold fixing added 0 buffers.
- The global placer's final weighted congestion reads 0.8332.
- The cell count after synthesis reads 272.
- The worst setup path is captured at a register.
- After routing the design area is 0.003590 mm^2.
- The reg-to-reg setup timing slack reads 2.14 ns.
- Setup slack on the critical path of the routed design comes to 2.144 ns.
- The post-synthesis async set-or-reset flop share reads 0%.
- The final tally of max-slew violations is 0.
- The worst setup path is of the register to register kind.
- The tally of yosys warning messages reads 1.
- The finished layout reports a core utilization of 70.28%.
- The synthesized area per cell reads 9.793 um^2.
- The analysis attributes to cell leakage a power of 1.444 nW.
- The residual DRC count is 0.
- The clock latency on the worst-skew pair is 0.32 ns.
- The total number of vias is 2028.
- The count of max-cap constraint violations reads 0.
- Of the synthesized area, sequential elements account for 51.10%.
- The startpoint type of the worst setup path is a register.
- The total cells reported by yosys after synthesis reads 272.
- The total wirelength of the detailed-routed design reads 5201 um.
- Once placement completed, the tool counted placed cells totaling 397.
- The initial antenna violation count reads 0.
- The number of search-and-repair iterations in the first detailed-routing pass is 4.
- The first-pass GRT wire length reads 8197 um.
- The capturing point of the worst reg2reg path reads vs_r.
- The worst setup timing slack at the placement stage reads 1.890 ns.
- The area reported by Yosys stat is 0.002664 mm^2.
- The class of the tightest hold or removal check is register to register.
- The HPWL reported at the end of detailed placement is 3557 um.
- The filler-free cell count of the finished design is 413.
- The ratio of routed vias to standard cells reads 4.910.
- The mapped netlist covers 0.002664 mm^2.
- The number of global-route vias before repair came to 1770.
- The power after layout reads 1.247 mW.
- The worst IR drop on VDD reads 0.0002801 V.
- For reference, the clock transition at the flip-flops on the worst setup and hold paths is 0.07 ns.
- The detail route stage leaves a number of antenna-violating nets equal to 0.
- The endpoint of the most critical setup path is vs_r.
- In the final routed layout, each cell accounts on average for 12.59 um.
- The share of post-route cells with drive strength above 1 is 6.706%.
- The post-synth count of flops with an enable pin is 0.
- The distinct cell type count of the synthesized netlist is 43.
- The x dimension of the die reads 74.99 um.
- The area of placed instances reads 0.003387 mm^2.
- Hold-check failures listed in the final report amount to 0.
- The number of design-rule violations left by the first detailed-router iteration is 81.
- CTS saw 68 sinks.
- For this run, the top clock speed supported by timing is 463.9 MHz.
- After global routing the overflow that remains totals 0.
- The total CTS buffers reads 9.
- The total area inside the core boundary comes to 0.005107 mm^2.
- The summed negative setup slack over all endpoints is 0 ns.
- For the pin with the worst max-slew slack, the measured transition is 0.7077 ns.
- The number of ports placed on the die boundary reads 73.
- For this configuration, the core starts out at a cell density of 52.16%.
- The final worst-path cycle share reads 50.13%.
- The number of port buffers is 72.
- The clock tree skew after final layout is 0.005269 ns.
- The run finished with clean final reports.
- The largest fanout on the critical path reads 11.
- The script computed a power per unit cell area of 347.3 mW/mm^2.
- The startpoint of the most critical setup path is row_r[1].
- The launch point of the worst register-to-register path is recorded as row_r[1].
- The total die area reads 0.005624 mm^2.
- The overall routing resource usage reads 19.11%.
- The number of instances resized during post-cts repair reads 0.
- Setup repair after global routing left no endpoint under its margin.
- The leading register cell type out of synthesis is sky130_fd_sc_hd__dfxtp_1.
- The pin count of the biggest net entering global routing is 25.
- The post-route minimum period is 2.156 ns.
report_power, final:
group,total [mW],internal [mW],leakage (nW),switching (mW)
logic,0.0725,0.0508,0.788,0.0216
clock network,0.521,0.298,0.102,0.223
registers,0.654,0.644,0.554,0.00985
worst max-delay path: stages, from the launching register on:
cell and delay [ns]:
sky130_fd_sc_hd__dfxtp_1 0.45, sky130_fd_sc_hd__ha_1 0.29, sky130_fd_sc_hd__and4_1 0.46, sky130_fd_sc_hd__and3_1 0.47, sky130_fd_sc_hd__nand4_1 0.18, sky130_fd_sc_hd__a21o_1 0.21
state kept, by name, indices dropped and copies added, names as in the netlist:
register  flops
hs_r          1
x_v_r         1
b_r           8
vs_r          1
col_r        10
x_r          10
y_r          10
r_r           8
y_v_r         1
g_r           8
row_r        10
layout by cell type, fill, tap and decap left out, drive strengths merged, types with 3 or more instances in the layout:
cell,count
nor3,9
nand2,11
xor2,14
and4,4
a21oi,9
clkdlybuf4s50,72
clkbuf,12
dfxtp,68
xnor2,11
and3,6
nand3,9
nor2,32
ha,9
nand4,11
nor2b,3
and2,26
inv,6
cell type report:
type                    instances  area, um^2
flip-flops and latches         68        1361
well taps                      70       87.58
multi-input cells             179        1180
inverters                       6       22.52
clock inverters                 4       47.55
fillers                       384        1518
clock buffers                  12       155.1
repair buffers                 74       735.7
synth_stat cells, types with 2 or more instances:
library cell,instances,share of area [%]
sky130_fd_sc_hd__a21oi_1,9,1.7
sky130_fd_sc_hd__a21o_1,2,0.56
sky130_fd_sc_hd__nand4_1,11,2.6
sky130_fd_sc_hd__buf_4,2,0.56
sky130_fd_sc_hd__buf_1,2,0.28
sky130_fd_sc_hd__nand2_1,11,1.6
sky130_fd_sc_hd__a31oi_1,2,0.47
sky130_fd_sc_hd__inv_1,6,0.85
sky130_fd_sc_hd__dfxtp_1,68,51
sky130_fd_sc_hd__nor3_1,8,1.5
sky130_fd_sc_hd__and2_1,26,6.1
sky130_fd_sc_hd__mux2i_1,2,0.75
sky130_fd_sc_hd__buf_2,5,0.94
sky130_fd_sc_hd__ha_1,9,4.2
sky130_fd_sc_hd__xnor2_1,11,3.6
sky130_fd_sc_hd__clkbuf_1,8,1.1
sky130_fd_sc_hd__nor2_1,32,4.5
sky130_fd_sc_hd__nand3_1,9,1.7
sky130_fd_sc_hd__buf_6,2,0.85
sky130_fd_sc_hd__and3_1,6,1.4
sky130_fd_sc_hd__and4_1,4,1.3
sky130_fd_sc_hd__nor2b_1,3,0.70
sky130_fd_sc_hd__xor2_1,14,4.6
layer usage:
metal | routed length (um) | global-route usage [%] | share of wire (%)
met1 | 2517 | 30.54 | 48
met2 | 2097 | 27.63 | 40
met3 | 530 | 4.478 | 10
met4 | 55 | 3.354 | 1.1
met5 | 0 | 0 | 0
how the worst min path moves through the flow:
| stage | from | endpoint | cells past startpoint |
|---|---|---|---|
| 6_report | y_v_r | y_v_r | 2 |
| 4_1_cts | y_v_r | y_v_r | 2 |
| 5_1_grt | x_v_r | x_v_r | 2 |
logic make-up after synthesis:
kind of cell	count (synthesis)	synth area share, %
adder cells (fa/ha/maj)	9	4.227
flip-flops	68	51.10
AND/OR/NAND/NOR	121	25.22
AND-OR/OR-AND	21	5.307
multiplexers	3	1.315
buffers and inverters	25	4.603
XOR/XNOR	25	8.220
Power and IR drop assume default switching activity.
